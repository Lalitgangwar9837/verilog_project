==> flow/design.v <==
module counter #(parameter WIDTH=5) (input [WIDTH-1:0] cnt_in,
                                     input enab,load,clk,rst,
                                     output reg [WIDTH-1:0] cnt_out);
  reg [WIDTH-1:0] temp;
  always @ (posedge clk)
    begin
      if (rst) temp = 'b0;
      else if(load) temp = cnt_in;
      else temp=temp+1;
      cnt_out <= temp;
    end
endmodule
==> flow/run.sh <==
#!/bin/bash
# OpenROAD 26Q1-2900-gdf79404cd8, Yosys 0.63+post, stock flow scripts
make -C /OpenROAD-flow-scripts/flow DESIGN_CONFIG=/design/flow/config.mk WORK_HOME=/design/flow/orfs finish
==> flow/config.mk <==
export PLATFORM = sky130hd
export DESIGN_NAME = counter
export DESIGN_NICKNAME = counter
export VERILOG_FILES = /design/flow/design.v
export SDC_FILE = /design/flow/constraint.sdc
export NUM_CORES = 4
export LEC_CHECK = 1
export CORE_AREA = 10 10 70 70
export DIE_AREA = 0 0 80 80
==> flow/constraint.sdc <==
current_design counter

set clk_period 1.9
set clk_io_pct 0.2

create_clock -name clk0 -period $clk_period [get_ports {clk}]

set non_clock_inputs [all_inputs -no_clocks]
set_input_delay [expr $clk_period * $clk_io_pct] -clock clk0 $non_clock_inputs
set_output_delay [expr $clk_period * $clk_io_pct] -clock clk0 [all_outputs]
==> flow_summary.yaml <==
# physical design summary
detailed_routing:
  vias: 256
  drc: 0
  drt-total-wl_microns: 799
  num_antenna_cells: 0
  drt_iter0_markers: 2
  wl_per_cell_microns: 9.29
  via_per_inst: 2.98
  drt-pass1-iter-count: 2
  detail-route-antenna-nets: 0
die:
  dieArea_sq_um: 6400
  initCoreUtil_pct: 8.13
  core_area_sq_um: 3420
  io_pins: 14
  rows: 21
  die_y_microns: 80
  die_x_microns: 80
clock_tree:
  cts_tree: "done"
  cts_buffers: 3
  post_cts_resized: 0
  clock_path_buffers: 2
  cts-root-buf: "clkbuf_4"
  hold_buffers: 0
  h-tree-depth: 1
  clk_pin_slew_ns: 0.04
  clk_latency_ns: 0.24
  cts_num_sinks: 5
  post_cts_buffers: 0
timing:
  skew_ns: 0.00376
  slew_headroom_pct: 75.5
  period_used_pct: 81.7
  setup_tns_ns: 0
  hold_violations: 0
  rsz0062_at_grt: "false"
  finalMaxSlewViolations: 0
  min_period_ns: 1.55
  fmax_mhz: 644
  worst_pin_slew_ns: 0.366
  setup_violations: 0
worst_setup_path:
  worstPathRequired_ns: 1.52
  endpoint_kind: "output pin"
  arrival_ns: 1.17
  slowest_delay_ns: 0.51
  worst-path-buf-inv: 1
  critPathTopFamily: "buffers and inverters"
  crit_path_top_delay_cell: "clkdlybuf4s50_1"
  path_max_fanout: 6
  path_cells: "clkdlybuf4s50_1"
  worstSetupPathType: "register to output pin"
  worstSetupStartpointType: "register"
power:
  p_leak_nw: 0.169
  peakVddDrop_mv: 0.473
  seqPwrFrac_pct: 40.4
  p_switching_mw: 0.0720
  p_int_mw: 0.234
  clkPwrFrac_pct: 39.8
  p_sw_share_pct: 23.5
  powerDensity_nw_per_um2: 651
  comb_power_share_pct: 19.8
layout:
  fin_area_sq_um: 470
  final_util_pct: 13.8
  largest_reg_flops: 5
  drive_above_1_share_pct: 17.5
  syn2layout_area_growth_pct: 69.4
  fillCellCount: 403
synthesis:
  synth_flop_count: 5
  yosysChipArea_sq_um: 278
  yosysTopAreaCellShare_pct: 36.0
  synthCells: 25
  yosysWarnings: 1
  ys_seq_share_pct: 36.0
  top_area_cell: "dfxtp_1"
  ys_types: 13
  ys_cells: 25
  area_leaders: "dfxtp_1 (36%), a2111oi_2 (11%), nor2b_4 (9.9%)"
  synth_area_sq_um: 278
  syn_avg_cell_area_sq_um: 11.1
grt:
  grtUsageTotal_pct: 2.67
  grt_remaining_overflow: 0
  grt_pass1_wl_microns: 1270
  grt_pass1_vias: 266
  grt_max_degree: 11
  antenna_found_initial: 0
worst_hold_path:
  hold_path_class: "register to register"
placement:
  dp_hpwl_microns: 648
  placed_area_sq_um: 444
  port_buffers: 12
  gp_congestion: 0.744
job:
  cap_violations: 0
  warning_count: 26
outcome:
  status: "finished clean"
==> final timing paths <==
path,from,endpoint,slack (ns),depth (start not counted)
hold reg to reg,temp[0],temp[0],0.53,1
setup / recovery,temp[2],cnt_out[2],0.35,1
setup reg to reg,temp[0],temp[4],0.76,3
hold / removal,temp[0],temp[0],0.53,1
==> Yosys cell counts <==
library cell,n
nor2b_4,2
nor2b_1,4
a2111oi_2,2
ha_1,1
and3_1,2
nor2_1,1
xnor2_1,1
a311oi_1,2
inv_1,1
buf_6,1
mux2i_1,1
a211oi_1,2
dfxtp_1,5
==> final cells by class <==
cell class / instances / area [sq um] / share of cell area (%)
multi-input cells: 18 / 163 / 34.6
repair buffers: 12 / 120 / 25.5
flip-flops and latches: 5 / 100 / 21.3
well taps: 46 / 57.6 / 12.2
clock buffers: 4 / 26.3 / 5.59
inverters: 1 / 3.75 / 0.798
==> layer usage <==
layer | share of wire, % | routed length, microns | vias to the layer above | global-route usage, %
met4 | 0 | 0 | 0 | 0
met5 | 0 | 0 | - | 0
met1 | 62 | 495 | 115 | 4.07
met2 | 23 | 187 | 17 | 2.49
li1 | - | - | 124 | -
met3 | 15 | 116 | 0 | 2.61
==> power groups by stage <==
| stage | sequential [mW] | combinational, mW | clock [mW] |
|---|---|---|---|
| 6_report | 0.124 | 0.0607 | 0.122 |
| 5_1_grt | 0.126 | 0.0663 | 0.140 |
| 4_1_cts | 0.124 | 0.0613 | 0.128 |
==> cell families after synthesis <==
kind of cell / Yosys count / synth area share (%)
AND/OR/NAND/NOR: 9 / 24.8
flip-flops: 5 / 36.0
adder cells (fa/ha/maj): 1 / 4.50
buffers and inverters: 2 / 5.40
multiplexers: 1 / 3.60
XOR/XNOR: 1 / 3.15
AND-OR/OR-AND: 6 / 22.5
==> cell usage in the layout (no fill, tap or decap) <==
master | synthesis | layout
clkbuf_4 | 0 | 3
and3_1 | 2 | 2
xnor2_1 | 1 | 1
mux2i_1 | 1 | 1
ha_1 | 1 | 1
a211oi_1 | 2 | 2
clkdlybuf4s50_1 | 0 | 12
a2111oi_2 | 2 | 2
clkbuf_1 | 0 | 1
nor2b_1 | 4 | 4
a311oi_1 | 2 | 2
dfxtp_1 | 5 | 5
inv_1 | 1 | 1
nor2_1 | 1 | 1
nor2b_4 | 2 | 2
==> stage by stage <==
step                      worst slack, ns  hold slack (ns)  instances  power [mW]
after floorplan                     0.833            0.449         25       0.148
after global placement              0.314            0.515         82       0.184
after detailed placement            0.275            0.530         82       0.186
after CTS                           0.317            0.540         86       0.313
after global routing                0.254            0.585         86       0.332
final                               0.347            0.535         86       0.306
No activity file was given, so power comes from the tool's default toggle rates.
