--- design/flow/config.mk ---
export PLATFORM = sky130hd
export DESIGN_NAME = ALU
export DESIGN_NICKNAME = ALU
export VERILOG_FILES = /design/flow/design.v
export SDC_FILE = /design/flow/constraint.sdc
export NUM_CORES = 4
export LEC_CHECK = 1
export CORE_AREA = 10 10 81 81
export DIE_AREA = 0 0 91 91
--- design/flow/constraint.sdc ---
current_design ALU

set clk_period 8.1
set clk_io_pct 0.2

create_clock -name clk0 -period $clk_period

set non_clock_inputs [all_inputs -no_clocks]
set_input_delay [expr $clk_period * $clk_io_pct] -clock clk0 $non_clock_inputs
set_output_delay [expr $clk_period * $clk_io_pct] -clock clk0 [all_outputs]
--- design/flow/design.v ---
module ALU #(parameter WIDTH = 8) 
  (input [WIDTH-1:0] in_a,in_b,
   input [2:0] opcode,
   output reg [WIDTH-1:0] alu_out,
   output reg a_is_zero);
  always @* 
    if (in_a === 3'b000)
      begin
      a_is_zero <= 1;
  	  alu_out <= in_a;
      end
    else
      begin
      a_is_zero <= 0;
      case (opcode)
        3'b000 : alu_out <= in_a;
        3'b001 : alu_out <= in_a;
        3'b010 : alu_out <= in_a+in_b;
        3'b011 : alu_out <= in_a&in_b;
        3'b100 : alu_out <= in_a^in_b;
        3'b101 : alu_out <= in_b;
        3'b110 : alu_out <= in_a;
        3'b111 : alu_out <= in_a;
      endcase
      end
endmodule
--- design/flow/run.sh ---
#!/bin/bash
# OpenROAD 26Q1-2900-gdf79404cd8, Yosys 0.63+post, stock flow scripts
make -C /OpenROAD-flow-scripts/flow DESIGN_CONFIG=/design/flow/config.mk WORK_HOME=/design/flow/orfs finish
==> results.txt <==
From the run reports.

- The run finished with clean final reports.
- The timing report attributes the biggest portion of critical-path delay to buffers and inverters.
- The startpoint type of the worst setup path reads a primary input.
- For this run, the number of Yosys warnings is 1.
- The peak fanout along the critical path reads 18.
- The shortest clock period the worst path allows after layout reads 5.705 ns.
- The proportion of layout cells with a drive suffix above 1 reads 6.154%.
- The synthesized instance count reads 106.
- The kind of path behind the tightest hold check reads in2out.
- The worst VDD IR drop from the latest analysis is 0.00001709 V.
- Summing all flip-flop and latch instances after layout gives 0 sq um.
- The routed layout reports a DRC error count of 0.
- The antenna diode count reads 0.
- Listed in order, past its start point the critical path passes clkdlybuf4s50_1, or3b_4, a211o_1, a211o_1, o211ai_2, clkdlybuf4s50_1.
- The post-detailed-routing wire length is 2.648 mm.
- The top logic cell family in the synthesized netlist is AND-OR/OR-AND gates.
- STA classifies the critical path endpoint as a primary output.
- The number of sequential cells reported for the layout is 0.
- Counting tap cells, the placed design contains a total of 197 instances.
- The total track usage reads 6.310%.
- The count of nets left with antenna violations after detail routing is 0.
- The wire length of the first global-routing pass reads 4.478 mm.
- The share of the synthesized area in the top cell type reads 13.49%.
- The critical path data arrival time is 4.08 ns.
- The via count of the first global-routing pass was 881.
- The share of the cycle needed by the critical path after routing reads 70.43%.
- The non-filler instance count after layout is 197.
- The chip area line of the yosys report is 742.0 sq um.
- For this design, the CTS-stage hold fixing added 0 buffers.
- The fraction of synthesized area in multiplexers is 10.12%.
- The post-layout total power is 0.00006575 W.
- The width of the chip is 91 um.
- The final number of max-transition violations reads 0.
- The number of gates given a new drive strength after cts reads 0.
- Summing every instance area after synthesis gives 742.0 sq um.
- The layout clock buffer count reads 0.
- The leakage power is 0.3909 nW.
- The required time of the critical path is 6.48 ns.
- The highest achievable clock rate is 175.3 MHz.
- The cell type of the slowest stage on the worst timing path is sky130_fd_sc_hd__clkdlybuf4s50_1.
- The post-route standard cell area excluding fillers reads 1077 sq um.
- The synthesized-area fraction occupied by ao, oa, aoi and oai cells is 38.11%.
- The layout overhead on the synthesized area is 45.19%.
- The total number of vias is 890.
- The vertical die dimension is 91 um.
- Looking at area per cell type in the netlist, the leader is sky130_fd_sc_hd__ha_1.
- The number of optimization iterations in the first detailed-route pass reads 4.
- The port buffer count is 28.
- The floorplan core area reads 4817 sq um.
- The total grt overflow reads 0.
- The routed wire length per instance is 13.44 um.
- The script reports the combined buffer and inverter count of the critical path as 2.
- The share of the synthesized netlist area taken by xor and xnor gates reads 3.541%.
- The number of cells in Yosys stat is 106.
- The portion of the post-synthesis area used by sequential elements reads 0%.
- The OpenROAD warning count is 32.
- According to the floorplan log, the row count is 25.
- The HPWL after detailed placement is 2.238 mm.
- The count of pins on the block boundary reads 28.
- The number of violations reported at the end of detailed-routing iteration 0 reads 64.
- The worst slew margin relative to its limit is 51.15%.
- The overall chip area reads 8281 sq um.
- By area the synthesized netlist is led by sky130_fd_sc_hd__ha_1 13%, sky130_fd_sc_hd__a21oi_1 6.1%, sky130_fd_sc_hd__mux2_2 6.1%.
- The synthesized netlist devotes 25.13% of its cell area to simple gates.
- The share of the core area taken by cells at floorplan is 15.40%.
- The hold violation total from the final report reads 0.
- At the end of routability-driven placement, the weighted congestion stood at 0.8994.
- Setup repair after global routing left no endpoint under its margin.
- The category of the critical setup timing path reads in2out.
- Summing all placed instances gives a cell area of 1077 sq um.
- The total negative slack for setup checks reads 0 ns.
- At the pin with the least slew margin, the transition time is 0.7305 ns.
- The initial antenna violation count reads 0.
- The final setup violation count is 0.
- The critical path's largest stage delay is 0.79 ns.
- The max-capacitance violation count reads 0.
- The number of vias per cell reads 4.518.
- Entering global routing, the biggest net connects 19 pins.
- The total power per unit cell area is 61.04 nW/um^2.
- The distinct cell type count after synthesis is 38.
- The buffers inserted during post-CTS setup optimization is 0.
- Of the total synthesized cell area, the portion taken by full adders, half adders and majority gates is 16.19%.
- Per the post-synthesis stats, the area per cell is 7.000 sq um.
metrics by stage:
stage	setup WS [ns]	hold slack [ns]	utilization [%]
CTS	2.391	4.404	22.36
global placement	2.409	4.415	22.36
floorplan	3.675	3.340	-
finish	2.395	4.380	22.36
detailed placement	2.398	4.399	22.36
global route	2.190	4.438	22.36
Yosys cell counts, drive strengths merged (2+ instances only):
cell type	n
or3	3
a21oi	9
nor3b	2
mux2	4
nand2	5
nand2b	2
nor2b	3
nand3	3
o22ai	6
o21ai	5
a211oi	4
nor2	12
nand4	2
o21a	2
o211ai	3
inv	5
buf	4
a211o	4
xnor2	2
mux2i	3
ha	8
nor4	2
metal layers:
metal  GRT usage, %  vias to the layer above  wire length [um]
li1               -                      461                 -
met4         0.2611                        0                 0
met2          10.08                       22              1230
met5              0                        -                 0
met3         0.8299                        0               104
met1          9.247                      407              1313
kinds of logic after synthesis:
| group | Yosys count |
|---|---|
| xor+xnor | 3 |
| simple gates | 36 |
| fa+ha+maj | 9 |
| buf+inv | 10 |
| compound gates | 41 |
| mux | 7 |
worst min-delay path, cell delays in order:
cell and delay [ns]:
sky130_fd_sc_hd__clkdlybuf4s50_1 0.49, sky130_fd_sc_hd__a21oi_1 0.17, sky130_fd_sc_hd__a211oi_1 0.07, sky130_fd_sc_hd__clkdlybuf4s50_1 0.41
cell usage in the layout (no fill, tap or decap), types with 2 or more instances in the layout:
master / instances
sky130_fd_sc_hd__clkdlybuf4s50_1: 28
sky130_fd_sc_hd__nor2_1: 12
sky130_fd_sc_hd__a21oi_1: 9
sky130_fd_sc_hd__ha_1: 8
sky130_fd_sc_hd__o22ai_1: 6
sky130_fd_sc_hd__inv_1: 5
sky130_fd_sc_hd__nand2_1: 5
sky130_fd_sc_hd__o21ai_0: 5
sky130_fd_sc_hd__mux2_2: 4
sky130_fd_sc_hd__a211o_1: 4
sky130_fd_sc_hd__a211oi_1: 4
sky130_fd_sc_hd__nor2b_1: 3
sky130_fd_sc_hd__nand3_1: 3
sky130_fd_sc_hd__or3_1: 3
sky130_fd_sc_hd__mux2i_1: 3
sky130_fd_sc_hd__nor4_1: 2
sky130_fd_sc_hd__o21a_1: 2
sky130_fd_sc_hd__nor3b_1: 2
sky130_fd_sc_hd__nand2b_1: 2
sky130_fd_sc_hd__nand4_1: 2
sky130_fd_sc_hd__o211ai_1: 2
sky130_fd_sc_hd__xnor2_1: 2
where the power goes:
group	switching, W	internal (W)	leakage (nW)	total (W)
sequential	0	0	0	0
clock	0	0	0	0
combinational	0.0000293	0.0000364	0.391	0.0000658
total	0.0000293	0.0000364	0.391	0.0000658
final cells by class:
type | instances | area (sq um)
inverters | 6 | 22.52
repair buffers | 28 | 280.3
well taps | 67 | 83.83
fillers | 540 | 3740
multi-input cells | 96 | 690.7
worst paths after layout:
kind,slack [ns],from,cells past startpoint,end
worst max-delay path,2.40,opcode[0],6,alu_out[6]
worst min-delay path,4.38,in_a[1],4,alu_out[1]
Power is estimated from default activity; no workload was simulated.
