`design/flow/config.mk`:
```
export PLATFORM = sky130hd
export DESIGN_NAME = Generic_counter
export DESIGN_NICKNAME = Generic_counter
export VERILOG_FILES = /design/flow/design.v
export SDC_FILE = /design/flow/constraint.sdc
export NUM_CORES = 4
export LEC_CHECK = 1
export CORE_AREA = 10 10 70 70
export DIE_AREA = 0 0 80 80
```
`design/flow/constraint.sdc`:
```
current_design Generic_counter

set clk_period 1.5
set clk_io_pct 0.2

create_clock -name clk0 -period $clk_period [get_ports {clk}]

set non_clock_inputs [all_inputs -no_clocks]
set_input_delay [expr $clk_period * $clk_io_pct] -clock clk0 $non_clock_inputs
set_output_delay [expr $clk_period * $clk_io_pct] -clock clk0 [all_outputs]
```
`design/flow/design.v`:
```
module Generic_counter #(parameter integer WIDTH = 5)(input [WIDTH-1:0]cnt_in,
  input enable,load,clk,rst,
   output reg [WIDTH-1:0] cnt_out );
  reg [WIDTH-1:0] temp;
  always @ (*)
    begin
      if (rst) 
        begin 
          temp = 'b0;
        end
      else if (load) 
        begin
          temp = cnt_in;
        end
      else if (enable)
        temp = cnt_out+1;
      else 
        temp = cnt_out;
    end
  always @ (posedge clk) 
    begin
      cnt_out <= temp;
    end
endmodule
```
`design/flow/run.sh`:
```
#!/bin/bash
# OpenROAD 26Q1-2900-gdf79404cd8, Yosys 0.63+post, stock flow scripts
make -C /OpenROAD-flow-scripts/flow DESIGN_CONFIG=/design/flow/config.mk WORK_HOME=/design/flow/orfs finish
```
==> run_results.csv <==
group,metric,value,unit
worst_setup_path,cp.arrival,1120,ps
die,fp-utilization,0.0751,
sta,hold_ws,583,ps
worst_setup_path,critical_path.max_stage_delay,500,ps
synth,synth_cell_types,13,
worst_setup_path,crit_path_start_kind,"flop",
routing,avgViaCountPerCell,2.87,
finish,largestRegisters,"cnt_out x5",
clocking,cts_sinks,5,
worst_setup_path,crit_chain,"clkdlybuf4s50_1",
placed_design,finalWeightedCongestion,0.726,
die,fp.dieH,80,um
worst_setup_path,critPathMaxFanout,4,
sta,period_minus_slack,1420,ps
clocking,cts_hold_buf,0,
worst_setup_path,cpLargestDelayFamily,"buffers and inverters",
clocking,cts_made_buffers,3,
power_and_ir_drop,clkPwrFrac,0.406,
placed_design,port_buffers,13,
synth,ys_sh_adder,0.0488,
synth,top_cell_area_share,0.390,
global_route,grt_pass1_wl,1260,um
finish,largest_register_ffs,5,
finish,regMostFlops,"cnt_out",
power_and_ir_drop,p_seq_frac,0.396,
worst_setup_path,critical_path_required,1200,ps
synth,ys_cells,28,
power_and_ir_drop,vdd_ir_drop_max,0.138,mV
placed_design,placed_area,447,um^2
synth,ys_seq_frac,0.390,
run_status,status,"completed",
routing,dr.first_iter.drc_count,2,
finish,syn2layout_area_growth,84.9,%
routing,antennaDiodeCount,0,
hold_path,worstHoldPathType,"flop to flop",
die,pin_count,14,
power_and_ir_drop,p_per_area,824,nW/um^2
synth,syn_area_per_cell,9.16,um^2
sta,hold_viol_final,0,
routing,routed_wl,792,um
finish,final-seq-area,101,um^2
routing,remaining_drc_errors,0,
synth,synth_area,256,um^2
sta,finalSetupTns,0,ps
sta,rsz0062_at_grt,"no",
job,cap_violations,0,
sta,drv_slew,0,
finish,layout_top_cell,"clkdlybuf4s50_1",
synth,ys_area,256,um^2
clocking,htreeDepth,1,
clocking,tritoncts,"built",
routing,wl_per_cell,8.70,um
worst_setup_path,cpMaxStageDelayCell,"clkdlybuf4s50_1",
global_route,globalRouteTotalUtil,0.0250,
global_route,grt_start_max_net_pins,9,
die,coreArea,3420,um^2
clocking,clk_latency,240,ps
synth,xor_share,0.137,
job,warnings,25,
clocking,cts_setup_buffers,0,
die,die_area,6400,um^2
finish,nFillCells,391,
global_route,grt_pass1_vias,265,
placed_design,dp_hpwl,641,um
worst_setup_path,crit_type,"flop to output pin",
clocking,clk_pin_slew,40,ps
synth,area_leaders,"dfxtp_1, xnor2_1, o21a_1",
clocking,clock_path_buffers,2,
global_route,gr-total-overflow,0,
synth,postSynthCellCount,28,
sta,skew,0.472,ps
synth,simple_gate_share,0.0927,
die,dieWidth,80,um
synth,top_area_cell,"dfxtp_1",
power_and_ir_drop,netSwitchingFraction,0.234,
finish,finalInstanceArea,474,um^2
synth,logic_family,"AND-OR/OR-AND gates",
finish,drive_gt1_frac,0.111,
synth,yosys_warnings,1,
routing,drt_pass1_iterations,2,
die,std_cell_rows,21,
finish,logic_area,140,um^2
sta,fin_crit_sh,0.949,
finish,layout_top_cells,"clkdlybuf4s50_1, dfxtp_1",
clocking,root_buffer,"clkbuf_4",
routing,ant_nets,0,
power_and_ir_drop,power.switching,91.5,uW
synth,ys_sh_aoi,0.146,
sta,setup_viol,0,
synth,mux_share,0.122,
routing,vias,261,
sta,max-slew-margin-rel,0.780,
sta,tightest_slew,329,ps
synth,ys_ff,5,
sta,clock.fmax,0.703,GHz
worst_setup_path,end_kind,"output pin",
worst_setup_path,path_buffers,1,
global_route,antenna_found_initial,0,
power_and_ir_drop,power.leakage,0.000183,uW
power_and_ir_drop,p_int,299,uW
power_and_ir_drop,p_comb_frac,0.198,
==> layer usage <==
metal	up-vias	part of all wire	global-route usage
met1	116	0.41	0.0266
met5	-	0	0
met3	4	0.15	0.0216
li1	129	-	-
met4	0	0.044	0.0141
met2	12	0.39	0.0329
==> worst paths after layout <==
check	cells past startpoint	slack [ps]	to	start
worst max-delay path	1	80	cnt_out[0]	cnt_out[0]
worst min-delay path	2	580	cnt_out[4]	cnt_out[4]
worst max register to register	4	280	cnt_out[1]	cnt_out[0]
worst min register to register	2	580	cnt_out[4]	cnt_out[4]
==> power groups by stage <==
stage	registers (uW)	logic, uW	clock network [uW]
finish	155	77.3	159
global route	156	85.9	186
CTS	155	78.8	166
==> Yosys cell counts <==
cell     instances
mux2i_1          2
a21oi_1          3
buf_2            1
nand4_1          2
nor2_1           2
mux2_1           1
ha_1             1
nand2_1          1
o21a_1           3
inv_1            3
dfxtp_1          5
xnor2_1          3
xor2_1           1
==> kinds of logic after synthesis <==
family                     count (synthesis)
and+or+nand+nor                            5
DFF                                        5
xor gates and xnor gates                   4
AOI/OAI and AO/OA                          6
muxes                                      3
adders and majority gates                  1
buffers and inverters                      4
==> area by class of cell <==
cell class,instances,share of cell area
flip-flops and latches,5,0.214
multi-input cells,19,0.296
repair buffers,14,0.290
clock buffers,4,0.0554
well taps,46,0.121
inverters,3,0.0237
==> what timing repair did <==
item                                    in CTS  in global routing
endpoints found under the setup margin       0                  1
hold endpoints to repair                     0                  0
resized                                      0                  1
==> stage by stage <==
stage	utilization	power [uW]	instances	setup slack [ps]
5_1_grt	0.139	428	91	16.7
6_report	0.139	391	91	76.8
4_1_cts	0.138	399	91	31.4
3_5_place_dp	0.131	236	87	-20.3
2_1_floorplan	-	183	28	364
3_3_place_gp	0.131	234	87	15.8
Power and IR drop assume default switching activity.
